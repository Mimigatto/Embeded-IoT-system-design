--- run.sh ---
#!/bin/bash
# OpenROAD 26Q1-2900-gdf79404cd8, Yosys 0.63+post, stock flow scripts
make -C /OpenROAD-flow-scripts/flow DESIGN_CONFIG=/design/flow/config.mk WORK_HOME=/design/flow/orfs finish
--- config.mk ---
export PLATFORM = sky130hd
export DESIGN_NAME = FloatingPointMultiplier_4x4
export DESIGN_NICKNAME = FloatingPointMultiplier_4x4
export VERILOG_FILES = /design/flow/design.v
export SDC_FILE = /design/flow/constraint.sdc
export NUM_CORES = 4
export LEC_CHECK = 1
export CORE_UTILIZATION = 40
--- constraint.sdc ---
current_design FloatingPointMultiplier_4x4

set clk_period 17.7
set clk_io_pct 0.2

create_clock -name clk0 -period $clk_period

set non_clock_inputs [all_inputs -no_clocks]
set_input_delay [expr $clk_period * $clk_io_pct] -clock clk0 $non_clock_inputs
set_output_delay [expr $clk_period * $clk_io_pct] -clock clk0 [all_outputs]
--- design.v ---
module FloatingPointMultiplier_4x4(
  input [31:0] operand1,
  input [31:0] operand2,
  output reg [31:0] result
);
  reg [7:0] exponent1, exponent2;
  reg [22:0] mantissa1, mantissa2;
  reg sign1, sign2;
  reg [7:0] exponent_out;
  reg [47:0] mantissa_product;  
  reg [22:0] mantissa_out;
  reg sign_out;
  reg [8:0] exponent_temp;   
  assign sign1 = operand1[31];
  assign sign2 = operand2[31];
  assign exponent1 = operand1[30:23];
  assign exponent2 = operand2[30:23];
  assign mantissa1 = {1'b1, operand1[22:0]};  
  assign mantissa2 = {1'b1, operand2[22:0]};  
  always @* begin
    sign_out = sign1 ^ sign2;
  end
  always @* begin
    if (exponent1 == 0 || exponent2 == 0) begin
      exponent_temp = 0;  
    end else begin
      exponent_temp = exponent1 + exponent2 - 127 + 1;  
    end
  end
  always @* begin
    mantissa_product = mantissa1 * mantissa2;  
    if (mantissa_product[47]) begin
      mantissa_out = mantissa_product[46:24];
      exponent_temp = exponent_temp + 1;
    end else begin
      mantissa_out = mantissa_product[45:23];
    end
  end
  always @* begin
    if (exponent_temp == 0) begin
      result = 0;  
    end else if (exponent_temp >= 255) begin
      result = {sign_out, 8'hFF, 23'h0};
    end else if (exponent_temp <= 1) begin
      result = {sign_out, 8'h0, mantissa_out[22:0]};
    end else begin
      result = {sign_out, exponent_temp[7:0], mantissa_out[22:0]};
    end
  end
endmodule
==> out/README.md <==
| Item | This run |
|:---|:---|
| Std cell rows | 75 |
| First-pass GRT wire length | 72000 µm |
| Via-per-instance ratio | 4.91 |
| Gr ovfl total | 0 |
| Number of hold-slack violations in the final timing report | 0 |
| Max-cap viol count | 0 |
| Largest delay share family, worst path | adder cells |
| Estimated wirelength of the detail-placed design | 33000 µm |
| Routed wire per std cell | 16.9 µm |
| Portion of the post-synthesis area used by sequential elements | 0% |
| Most used logic cell in the final layout | sky130_fd_sc_hd__inv_1 |
| Critical Path RT | 14.16 ns |
| Maximum number of pins on one net before global-route repair | 24 |
| Overall die width | 210 µm |
| Setup repair after global routing missed its margin | no |
| Total detailed-routing wirelength | 43600 µm |
| Critical path arrival | 11.09 ns |
| Synth-to-layout area growth | 8.06% |
| Y dimension of the die | 210 µm |
| Largest fanout of any net on the critical path | 23 |
| Fin crit period | 14.63 ns |
| Footprint of the flip-flops and latches | 0 µm² |
| Run status | completed |
| Share of post-route cells with drive strength above 1 | 2.74% |
| WS Path Type | in -> out |
| Antenna violations before repair | 0 |
| Violation tally from detailed-route iteration zero | 384 |
| Cells after Synth | 1989 |
| Drt drc | 0 |
| Final antenna-violating net count | 0 |
| Portion of the clock cycle consumed by the worst path in the final layout | 82.7% |
| Flops | 0 |
| Weighted congestion at the end of routability-driven global placement | 0.887 |
| Post-synthesis cell area | 17300 µm² |
| Top cells by area | sky130_fd_sc_hd__fa_1 51%, sky130_fd_sc_hd__ha_1 12%, sky130_fd_sc_hd__inv_1 11%, sky130_fd_sc_hd__and2_1 8.1%, sky130_fd_sc_hd__nand2_1 7.3% |
| Via count of the first global-routing pass | 13800 |
| Pre-placement core utilization | 40.8% |
| Fin Setup TNS | 0 ns |
| CP startpoint kind | input port |
| Number of port buffers | 72 |
| Total core area | 42300 µm² |
| Final-report setup violation count | 0 |
| Number of clock buffers in the layout | 0 |
| Buffers inserted by post-CTS timing repair | 0 |
| Count of distinct cell types in the synthesized netlist | 52 |
| Ports placed on the boundary | 96 |
| Average size of a mapped cell | 8.69 µm² |
| Hold-fix buffers, CTS | 0 |
| Max Clk Rate | 68.3 MHz |
| Detailed-routing iteration count for the pre-antenna-repair pass | 5 |
| Type of the tightest min-delay check | in -> out |
| Number of standard cells reported by yosys | 1989 |
| Cell type of the slowest stage on the worst timing path | sky130_fd_sc_hd__fa_1 |
| Tool Warnings | 48 |
| Yosys Chip Area | 17300 µm² |
| Post-cts resize count | 0 |
| Sum of buffers and inverters on the critical path | 8 |
| Number of inserted diodes | 0 |
| Hold WS | 7.99 ns |
| Top library cells by usage in the layout, fill and taps aside | 499 x sky130_fd_sc_hd__inv_1, 437 x sky130_fd_sc_hd__fa_1, 336 x sky130_fd_sc_hd__nand2_1 |
| Slowest Stage Delay on Critical Path | 0.56 ns |
| Area fraction of the dominant cell type after synthesis | 50.6% |
| Via count | 12700 |
| Yosys warning count | 34 |
| Final-report max-slew violation count | 0 |
| Endpoint class of the critical path | output port |
| Overall chip area | 44000 µm² |
| Biggest area consumer among synthesized cells | sky130_fd_sc_hd__fa_1 |
| Tot GR Track Use | 22.5% |
| Critical Path Most Common Cell | sky130_fd_sc_hd__fa_1 |
cell usage after synthesis, types with 2 or more instances:
cell type	count
sky130_fd_sc_hd__a311oi_2	2
sky130_fd_sc_hd__o21bai_1	11
sky130_fd_sc_hd__and2_1	223
sky130_fd_sc_hd__o21a_1	4
sky130_fd_sc_hd__nand3_1	5
sky130_fd_sc_hd__o2111ai_1	2
sky130_fd_sc_hd__nand4_1	12
sky130_fd_sc_hd__o21ai_1	3
sky130_fd_sc_hd__a21o_1	19
sky130_fd_sc_hd__buf_4	9
sky130_fd_sc_hd__xnor2_1	14
sky130_fd_sc_hd__clkbuf_1	95
sky130_fd_sc_hd__a211oi_1	3
sky130_fd_sc_hd__xor2_1	13
sky130_fd_sc_hd__nand2_1	336
sky130_fd_sc_hd__nand3b_1	2
sky130_fd_sc_hd__fa_1	437
sky130_fd_sc_hd__nor2_1	14
sky130_fd_sc_hd__a21oi_1	47
sky130_fd_sc_hd__and3_1	7
sky130_fd_sc_hd__a31oi_1	5
sky130_fd_sc_hd__o21ai_0	19
sky130_fd_sc_hd__ha_1	169
sky130_fd_sc_hd__inv_1	499
sky130_fd_sc_hd__nor2b_1	4
sky130_fd_sc_hd__o211ai_1	4
sky130_fd_sc_hd__nor3_1	2
sky130_fd_sc_hd__or3_1	2
sky130_fd_sc_hd__and4_1	2
sky130_fd_sc_hd__a211o_1	3
path summary, 6_finish.rpt:
| check | startpoint | end | slack, ns | cells after the start |
|---|---|---|---|---|
| setup / recovery | operand1[18] | result[15] | 3.07 | 25 |
| hold / removal | operand1[31] | result[31] | 7.99 | 3 |
through the flow:
| step | worst slack, ns | util, % | area (µm²) | std cells |
|---|---|---|---|---|
| detailed placement | 3.03 | 44.1 | 18700 | 2587 |
| global placement | 3.04 | 44.1 | 18700 | 2587 |
| CTS | 3.00 | 44.1 | 18700 | 2587 |
| global route | 2.68 | 44.1 | 18700 | 2587 |
| floorplan | 4.83 | - | 17300 | 1996 |
| finish | 3.07 | 44.1 | 18700 | 2587 |
per-layer routing:
layer | vias up | GRT usage (%) | routed length, µm
met1 | 6324 | 29.8 | 16700
met4 | 0 | 4.35 | 1010
met5 | - | 0.334 | 0
met2 | 508 | 36.9 | 22000
met3 | 60 | 8.15 | 3890
li1 | 5812 | - | -
cells by family after synthesis:
group,count (synthesis),synth area share (%)
simple gates,617,17.3
other cells,1,0.0217
compound gates,133,5.04
fa+ha+maj,606,62.9
mux,1,0.0579
buf+inv,604,13.3
xor+xnor,27,1.37
final cells by class:
| type | instances | area (µm²) |
|---|---|---|
| Inverter | 499 | 1870 |
| Timing Repair Buffer | 119 | 1070 |
| Tap cell | 577 | 722 |
| Multi-Input combinational cell | 1392 | 15000 |
| Fill cell | 4029 | 23600 |
